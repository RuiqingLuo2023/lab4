==> flow/design.v <==
module bram #(
    parameter DATA_WIDTH = 32,
    parameter ADDR_WIDTH = 8,
    parameter MEM_DEPTH  = 1 << ADDR_WIDTH
)(
    input  wire                   clk,
    input  wire                   rst,
    input  wire                   en,
    input  wire [DATA_WIDTH/8-1:0] we,
    input  wire [ADDR_WIDTH-1:0]  addr,
    input  wire [DATA_WIDTH-1:0]  din,
    output reg  [DATA_WIDTH-1:0]  dout
);
    reg [DATA_WIDTH-1:0] mem [0:MEM_DEPTH-1];
    always @(posedge clk) begin
        if (rst) begin
            dout <= 0;
        end else if (en) begin
            if (we) begin
                if (we[0]) mem[addr][7:0]   <= din[7:0];
                if (we[1]) mem[addr][15:8]  <= din[15:8];
                if (we[2]) mem[addr][23:16] <= din[23:16];
                if (we[3]) mem[addr][31:24] <= din[31:24];
            end
            dout <= mem[addr];
        end
    end
endmodule
==> flow/run.sh <==
#!/bin/bash
# OpenROAD 26Q1-2900-gdf79404cd8, Yosys 0.63+post, stock flow scripts
make -C /OpenROAD-flow-scripts/flow DESIGN_CONFIG=/design/flow/config.mk WORK_HOME=/design/flow/orfs finish
==> flow/config.mk <==
export PLATFORM = sky130hd
export DESIGN_NAME = bram
export DESIGN_NICKNAME = bram
export VERILOG_FILES = /design/flow/design.v
export SDC_FILE = /design/flow/constraint.sdc
export NUM_CORES = 4
export LEC_CHECK = 1
export CORE_UTILIZATION = 50
export SYNTH_MEMORY_MAX_BITS = 65536
==> flow/constraint.sdc <==
current_design bram

set clk_period 34.8
set clk_io_pct 0.2

create_clock -name clk0 -period $clk_period [get_ports {clk}]

set non_clock_inputs [all_inputs -no_clocks]
set_input_delay [expr $clk_period * $clk_io_pct] -clock clk0 $non_clock_inputs
set_output_delay [expr $clk_period * $clk_io_pct] -clock clk0 [all_outputs]
==> flow_summary.ini <==
; implementation run metrics
[power]
cellLeakagePower_uw = 0.112
total_power_density_per_cell_area_mw_per_mm2 = 57.2
ir_worst_vdd_mv = 0.0611

[logic_synthesis]
post_synth_regs = 8224
ys_warn_count = 1
synth-area-yosys_sq_mm = 0.319
enable_flop_cells = 8192
post_synth_main_area_contributors = edfxtp_1, mux4_2, mux2i_1, nor2_1, nand2_1
synth-cells-yosys = 15012
yosysTopAreaCellShare_pct = 77.2
post_synth.cell_area_avg_sq_um = 21.2
netlist_area_sq_mm = 0.319
yosysUniqueCellTypes = 78
post_synth_top_area_cell = edfxtp_1
synthTopCellsByCount = edfxtp_1, mux4_2, nor2_1
syn-instance-count = 15012
postSynth.topFlopCell = edfxtp_1
ys_async_sr_fraction_pct = 0
leading_cell_type_by_number_of_instances_after_synthesis = edfxtp_1
yosys.stat.seqShare_pct = 77.4

[floorplanning]
initial_utilization_pct = 50.3
io_pins = 79
die-height_microns = 800
number_of_core_rows = 292
coreArea_sq_mm = 0.634
die_w_microns = 800
dieArea_sq_mm = 0.640

[detailed_routing]
drt-total-wl_microns = 939000
met3RoutedLength_microns = 192000
drt_drc_violations_left = 0
route.top_layer_used = met5
ant_nets = 0
initial_drc_count = 12393
route.layer.met1.wl_microns = 274000
dr.pass1.iters = 6
post_drt_via_cell_ratio = 6.27
detailroute.via_count = 156774
wl_per_cell_microns = 37.5
detailroute.wirelength.met2_microns = 423000

[final_timing]
drv_slew = 0
maxSlewHeadroom_pct = 18.7
final_report_hold_violation_count = 0
timing.setup.tns_ns = 0
timing_worst_slew_pin_value_ns = 1.21
clock_skew_ns = 0.0457
unrepaired_setup_endpoints_after_global_routing = no
timing.final.crit_share_pct = 36.6
post-route-worst-setup-slack_ns = 22.07
timing.hold.ws_ns = 0.482
finalSetupViolations = 0
final.min_clock_period_ns = 12.73
maxClockFrequency_mhz = 78.6

[worst_setup_path]
worst-endpoint-arrival_ns = 13.78
cp.required_ns = 35.85
maximum_fanout_along_the_worst_path = 56
crit_path_start_kind = input pin
cp-end-kind = register
timing.setup.critical_path_class = input pin to register

[global_route]
number_of_global_route_vias_before_repair = 171473
grt.overflow.total = 0
grt_use_total_pct = 33.6
first_pass_grt_wire_length_microns = 1310000
pin_count_of_the_biggest_net_entering_global_routing = 136
antenna_found_initial = 69

[cts]
cts.reportedPaths.clkPinSlew_ns = 0.06
h-tree-depth = 6
clock_tree.buffer_depth = 4
cts_resized = 0
cts_tree = yes
cts_buffers = 819
clk_root_buffer_cell = clkbuf_16
cts_hold_buffers_added = 0
clk-insertion-delay-late_ns = 1.17
clkSinkCount = 8224
post-cts-setup-buffer-count = 0

[placement]
gpl.final_weighted_congestion = 0.916
post-dp-hpwl_microns = 586000
io_buffer_count = 78
detailedPlace.worstSlack_ns = 20.79

[finish]
area_growth_syn_to_layout_pct = 12.3
fill_cell_total_of_the_finished_layout = 46008
drive_gt1_share_pct = 25.1
final_core_utilization_pct = 56.5

[worst_hold_path]
holdCritPathClass = register to register

[outcome]
status = finished clean

[job]
stage_log_warnings = 50
number_of_violations_of_the_max_capacitance_limit = 0
## cell usage in the layout, fill, tap and decap left out, types with 47 or more instances in the layout
cell       netlist  routed
edfxtp_1      8192    8192
mux4_2        1897    1897
nor2_1        1226    1214
buf_4          105     917
clkbuf_16        0     822
mux2i_1        519     519
nand2_1        506     460
clkinv_1         2     244
o22ai_1        226     226
a21oi_1        193     193
a22oi_1        189     189
clkbuf_1       422     163
o21ai_0        133     133
clkinv_2         0     129
nand3_1        106      98
diode_2          0      90
a31oi_1         74      74
a32oi_1         64      64
mux2_2          64      64
bufinv_16        0      55
a221oi_1        53      53
nor3_1          50      47
## report_power, final
group / internal (uW) / switching [uW]
sequential: 10900 / 11.7
combinational: 320 / 703
clock: 4760 / 3760
total: 16000 / 4470
## flip-flops by register name, summed over array words and instances (netlist names)
| name | cells |
|---|---|
| dout | 32 |
| mem | 8192 |
## worst max-delay path, stage by stage
cell,delay [ns]
buf_16,0.33
buf_4,0.52
buf_4,0.67
buf_4,0.61
buf_4,0.63
buf_4,0.62
buf_4,0.47
buf_4,0.58
mux4_2,0.58
a21oi_1,0.24
nor2_1,0.11
a311oi_1,0.70
o21ai_0,0.17
a221o_1,0.37
## per-layer routing
| metal | global-route usage, % | up-vias |
|---|---|---|
| met3 | 29.1 | 1836 |
| met1 | 41.1 | 79871 |
| met5 | 4.06 | - |
| met2 | 44.8 | 10382 |
| li1 | - | 64558 |
| met4 | 13.0 | 127 |
## area by class of cell
| class | count | area (sq um) | area share (%) |
|---|---|---|---|
| repair buffers | 1008 | 8130 | 2.27 |
| multi-input cells | 5808 | 66600 | 18.6 |
| well taps | 8379 | 10500 | 2.93 |
| diodes | 90 | 225 | 0.0629 |
| clock inverters | 506 | 4490 | 1.25 |
| flip-flops and latches | 8224 | 247000 | 68.9 |
| clock buffers | 989 | 21200 | 5.93 |
| inverters | 13 | 71.3 | 0.0199 |
## stage by stage
step | std cells | power, uW | cell area [sq um]
3_3_place_gp | 23432 | 12100 | 332000
4_1_cts | 24927 | 20600 | 358000
6_report | 25017 | 20500 | 358000
2_1_floorplan | 15012 | 11600 | 319000
5_1_grt | 24964 | 21000 | 358000
3_5_place_dp | 23432 | 12100 | 332000
## cells by family (layout without fill, tap and decap cells)
kind of cell | Yosys count | in the layout | synth area share, %
AND-OR/OR-AND | 1264 | 1264 | 2.76
buffers and inverters | 980 | 2516 | 1.87
flip-flops | 8224 | 8224 | 77.4
multiplexers | 2486 | 2486 | 15.3
other | 0 | 90 | 0
AND/OR/NAND/NOR | 2058 | 2058 | 2.65
## final timing paths
check / cells past startpoint / end / slack (ns) / startpoint
min reg2reg: 1 / dout[31] / 0.48 / dout[31]
max reg2reg: 6 / dout[10] / 31.36 / mem[100][10]
max: 14 / dout[16] / 22.07 / addr[0]
min: 1 / dout[31] / 0.48 / dout[31]
Power figures rest on the tool's default switching activity, not on a simulated workload.
