===== flow/config.mk =====
export PLATFORM = sky130hd
export DESIGN_NAME = fir
export DESIGN_NICKNAME = fir
export VERILOG_FILES = /design/flow/design.v
export SDC_FILE = /design/flow/constraint.sdc
export NUM_CORES = 4
export LEC_CHECK = 1
export CORE_UTILIZATION = 50

===== flow/constraint.sdc =====
current_design fir

set clk_period 49.8
set clk_io_pct 0.2

create_clock -name clk0 -period $clk_period [get_ports {clk}]

set non_clock_inputs [all_inputs -no_clocks]
set_input_delay [expr $clk_period * $clk_io_pct] -clock clk0 $non_clock_inputs
set_output_delay [expr $clk_period * $clk_io_pct] -clock clk0 [all_outputs]

===== flow/run.sh =====
#!/bin/bash
# OpenROAD 26Q1-2900-gdf79404cd8, Yosys 0.63+post, stock flow scripts
make -C /OpenROAD-flow-scripts/flow DESIGN_CONFIG=/design/flow/config.mk WORK_HOME=/design/flow/orfs finish

===== flow/design.v =====
module fir #(
    parameter DATA_WIDTH = 32,
    parameter TAP_NUM = 16
)(
    input wire clk,
    input wire rst,
    input wire tap_we,
    input wire [3:0] tap_addr,
    input wire [DATA_WIDTH-1:0] tap_data,
    input wire start,
    input wire [DATA_WIDTH-1:0] x_in,
    output reg [DATA_WIDTH-1:0] y_out,
    output reg done
);
    reg [DATA_WIDTH-1:0] taps [0:TAP_NUM-1];
    reg [DATA_WIDTH-1:0] x_shift [0:TAP_NUM-1];
    integer i;
    reg running;
    always @(posedge clk or posedge rst) begin
        if (rst) begin
            done <= 0;
            y_out <= 0;
            running <= 0;
            for (i = 0; i < TAP_NUM; i = i + 1) begin
                taps[i] <= 0;
                x_shift[i] <= 0;
            end
        end else begin
            done <= 0;
            if (tap_we)
                taps[tap_addr] <= tap_data;
            if (start && !running) begin
                for (i = TAP_NUM-1; i > 0; i = i - 1)
                    x_shift[i] <= x_shift[i-1];
                x_shift[0] <= x_in;
                y_out <= 0;
                for (i = 0; i < TAP_NUM; i = i + 1)
                    y_out <= y_out + x_shift[i] * taps[i];
                running <= 1;
            end else if (running) begin
                done <= 1;
                running <= 0;
            end
        end
    end
endmodule

==> report_table.html <==
<h2>Implementation results</h2>
<table>
<tr><th>Metric</th><th>Value</th></tr>
<tr><th colspan="2">Clock network</th></tr>
<tr><td>Hold bufs inserted after CTS</td><td>0</td></tr>
<tr><td># Post-CTS Setup Buffers</td><td>0</td></tr>
<tr><td>Clock latency on the worst-skew pair</td><td>0.60 ns</td></tr>
<tr><td>Num Clock Sinks</td><td>roughly 580</td></tr>
<tr><td>Clock slew seen by the registers of the worst setup and hold paths</td><td>0.06 ns</td></tr>
<tr><td>Cell chosen for the clock root</td><td>clkbuf_16</td></tr>
<tr><td>Post-CTS resize count</td><td>0</td></tr>
<tr><td>CTS tree</td><td>built</td></tr>
<tr><td>Number of buffers created by CTS</td><td>between 60 and 70</td></tr>
<tr><td>Maximum number of buffers from clock root to sink</td><td>3</td></tr>
<tr><td>Number of H-tree levels</td><td>3</td></tr>
<tr><th colspan="2">Placement</th></tr>
<tr><td>Placer Congestion</td><td>0.916</td></tr>
<tr><td>Number of buffers inserted by port buffering</td><td>104</td></tr>
<tr><td>Post-DP Area</td><td>40200 sq um</td></tr>
<tr><td>Dpl hpwl</td><td>58200 microns</td></tr>
<tr><th colspan="2">Floorplanning</th></tr>
<tr><td>Initial Utilization</td><td>0.504</td></tr>
<tr><td>Die Span X</td><td>279 microns</td></tr>
<tr><td>Die Area</td><td>77600 sq um</td></tr>
<tr><td>Placement row count</td><td>between 100 and 150</td></tr>
<tr><td>Placeable Area</td><td>between 70000 and 80000 sq um</td></tr>
<tr><td>Die Y-Extent</td><td>279 microns</td></tr>
<tr><td>I/O pin count</td><td>105</td></tr>
<tr><th colspan="2">Route</th></tr>
<tr><td>Antenna viol nets, final</td><td>0</td></tr>
<tr><td>DR DRC count</td><td>0</td></tr>
<tr><td>Via total after detailed routing</td><td>25.7k</td></tr>
<tr><td>Average vias per placed instance</td><td>4.90</td></tr>
<tr><td>Routed wire length</td><td>84400 microns</td></tr>
<tr><td>Routed len/inst</td><td>16.1 microns</td></tr>
<tr><td>Detailed-router iteration count before antenna repair</td><td>5</td></tr>
<tr><td>Violation count after the first detailed-routing iteration</td><td>1260</td></tr>
<tr><th colspan="2">Worst setup path</th></tr>
<tr><td>Critical path launch point type</td><td>primary input</td></tr>
<tr><td>Worst Setup Path Type</td><td>in -&gt; reg</td></tr>
<tr><td>Type of destination of the critical path</td><td>flip-flop</td></tr>
<tr><td>Critical-path maximum fanout</td><td>68</td></tr>
<tr><td>Worst Path Required</td><td>50.34 ns</td></tr>
<tr><td>Critical Path AT</td><td>13.55 ns</td></tr>
<tr><th colspan="2">Power</th></tr>
<tr><td>Sw Ratio</td><td>0.438</td></tr>
<tr><td>Sequential cell fraction of total power</td><td>0.250</td></tr>
<tr><td>Internal power</td><td>approximately 1.5 mW</td></tr>
<tr><td>Logic gate share of total power</td><td>0.569</td></tr>
<tr><td>Static leakage</td><td>22.6 nW</td></tr>
<tr><td>Maximum vdd drop</td><td>0.0000632 V</td></tr>
<tr><td>Areal power density over the cells</td><td>approximately 64 nW/um^2</td></tr>
<tr><td>Share of power burned in the clock network</td><td>0.181</td></tr>
<tr><td>Switching power total</td><td>1.19 mW</td></tr>
<tr><th colspan="2">STA</th></tr>
<tr><td>Timing-limited maximum frequency</td><td>76.9 MHz</td></tr>
<tr><td>Total of endpoints with negative setup slack in the final report</td><td>0</td></tr>
<tr><td>Transition time at the pin with the least slew margin</td><td>a little over 0.8 ns</td></tr>
<tr><td>RSZ-0062 raised after global routing</td><td>no</td></tr>
<tr><td>Final hold violation count</td><td>0</td></tr>
<tr><td>Total Negative Setup Slacks</td><td>0 ns</td></tr>
<tr><td>Worst clock skew</td><td>between 0.02 and 0.025 ns</td></tr>
<tr><td>Part of the cycle the worst path needs</td><td>0.261</td></tr>
<tr><td>Worst slew margin relative to its limit</td><td>0.451</td></tr>
<tr><td>Period minus WS final</td><td>13.01 ns</td></tr>
<tr><td>Final number of max-transition violations</td><td>0</td></tr>
<tr><th colspan="2">Status</th></tr>
<tr><td>Run status</td><td>finished, final reports clean</td></tr>
<tr><th colspan="2">Yosys</th></tr>
<tr><td>Syn_area_per_cell</td><td>9.10 sq um</td></tr>
<tr><td>Main area contributors after synthesis</td><td>dfrtp_1 (38%), fa_1 (23%), nand2_1 (17%), and2_1 (5.9%), inv_1 (4.7%)</td></tr>
<tr><td>Number of cells in the yosys synthesis report</td><td>4203</td></tr>
<tr><td>Instance count of the mapped netlist</td><td>between 4k and 5k</td></tr>
<tr><td>Cell type contributing the most total cell area after synthesis</td><td>dfrtp_1</td></tr>
<tr><td>Dominant synthesized flop cell</td><td>dfrtp_1</td></tr>
<tr><td>Warnings, synthesis</td><td>3</td></tr>
<tr><td>Number of storage elements in the synthesis netlist</td><td>about 580</td></tr>
<tr><td>Share of flip-flops with an asynchronous set or reset</td><td>1.00</td></tr>
<tr><td>Sequential element share of the synthesized area</td><td>0.378</td></tr>
<tr><td>Summed instance area of the synthesized netlist</td><td>38200 sq um</td></tr>
<tr><td>Area share, top type</td><td>0.378</td></tr>
<tr><td>Chip area from the yosys synthesis statistics</td><td>approximately 38000 sq um</td></tr>
<tr><td>Number of different library cells in the post-synthesis netlist</td><td>51</td></tr>
<tr><td>Number of flops mapped to enable cells by yosys</td><td>0</td></tr>
<tr><th colspan="2">Job</th></tr>
<tr><td>OpenROAD warnings</td><td>~40</td></tr>
<tr><td>Max-cap violations</td><td>0</td></tr>
<tr><th colspan="2">Layout</th></tr>
<tr><td>Fraction of final layout cells sized beyond drive strength 1</td><td>0.0507</td></tr>
<tr><td>P&amp;R area growth vs syn</td><td>11.0%</td></tr>
<tr><td>Final Util</td><td>0.560</td></tr>
<tr><td>Final standard cell area without fillers</td><td>42400 sq um</td></tr>
<tr><td>Fill count</td><td>roughly 6.8k</td></tr>
<tr><th colspan="2">Global routing</th></tr>
<tr><td>Initial antenna violation count</td><td>0</td></tr>
<tr><td>Vias in the first global route</td><td>26.3k</td></tr>
<tr><td>Final global-route overflow total</td><td>0</td></tr>
<tr><td>Overall fraction of global-route tracks in use</td><td>0.245</td></tr>
<tr><td>Pin count of the biggest net entering global routing</td><td>170</td></tr>
<tr><td>First-pass GRT wire length</td><td>141000 microns</td></tr>
<tr><th colspan="2">Worst hold path</th></tr>
<tr><td>Hold crit path type</td><td>reg -&gt; reg</td></tr>
</table>
[sequential cells by signal, indices dropped and copies added (netlist names)]
signal   flops
y_out       32
running      1
x_shift    512
taps        32
done         1
[cells in the mapped netlist, types with 5 or more instances]
| master | n |
|---|---|
| nand2_1 | 1740 |
| dfrtp_1 | 578 |
| inv_1 | 481 |
| fa_1 | 438 |
| and2_1 | 363 |
| clkbuf_1 | 200 |
| ha_1 | 124 |
| xnor2_1 | 54 |
| mux2_2 | 32 |
| xor2_1 | 27 |
| o21ai_1 | 25 |
| a21oi_1 | 19 |
| o21ai_0 | 16 |
| a21o_1 | 12 |
| nor2_1 | 11 |
| buf_1 | 8 |
| nand2b_1 | 6 |
| nand3_1 | 6 |
| nor3_1 | 5 |
[worst paths after layout]
path                                  start        endpoint  slack (ns)  cells after the start
worst min-delay path                running            done        0.38                      0
worst max register to register  taps[15][2]       y_out[31]       41.39                     26
worst max-delay path                  start  x_shift[1][26]       36.79                      8
max in group asynchronous               rst  x_shift[4][21]       37.52                      5
worst min register to register      running            done        0.38                      0
min in group asynchronous               rst  x_shift[11][0]        9.83                      2
[cell families after synthesis]
group	count (synthesis)	synth area share
adder cells (fa/ha/maj)	562	0.270
AND/OR/NAND/NOR	2152	0.237
AND-OR/OR-AND	99	0.0159
XOR/XNOR	84	0.0201
multiplexers	32	0.00942
flip-flops	578	0.378
buffers and inverters	696	0.0690
[layout make-up]
type                       count  area [sq um]  share of cell area
multi-input combinational   2929         21200               0.499
sequential                   578         14500               0.341
clock buffer                  89          1910              0.0450
inverter                     482          1820              0.0430
timing repair buffer         162          1530              0.0360
tap                          978          1220              0.0288
clock inverter                24           323             0.00761
antenna                        1          2.50           0.0000590
[power groups by stage]
stage                 Clock, mW  Combinational [mW]  Sequential (mW)
after CTS                 0.507                1.57            0.680
after global routing      0.525                1.78            0.695
final                     0.493                1.55            0.679
[placed cells by master (no fill, tap or decap), types with 5 or more instances in the layout]
cell type and n:
inv_1 480, nand2_1 1740, and2_1 363, ha_1 124, nor2_1 11, a21o_1 12, fa_1 438, clkdlybuf4s50_1 104
xor2_1 27, dfrtp_1 575, nand3_1 5, clkbuf_1 8, clkbuf_16 68, o21ai_0 16, clkbuf_8 13, xnor2_1 54
clkinv_2 11, nand2b_1 5, a21oi_1 19, nor3_1 5, mux2_2 32, buf_4 54, o21ai_1 25
[layer usage]
metal  global-route usage  wire, microns  share of wire
met1                0.384          36900           0.44
met2                0.376          40600           0.48
met3               0.0635           5050          0.060
met4               0.0456           1810          0.021
met5                    0              0              0
[worst max-delay path, cell delays in order]
cell	delay, ns
clkdlybuf4s50_1	0.44
nand2b_4	0.27
buf_4	0.58
buf_4	0.65
buf_4	0.67
buf_4	0.64
nand2_1	0.14
nand2_1	0.09
[per-stage QoR]
step                cells  power (mW)  hold WS (ns)  setup WS (ns)
finish               5243        2.72         0.383          36.79
global route         5242        3.01         0.395          36.49
CTS                  5242        2.76         0.390          36.76
detailed placement   5129        2.25         0.367          36.12
global placement     5129        2.24         0.372          36.12
floorplan            4203        1.82         0.421          23.67
Power is estimated from default activity; no workload was simulated.
